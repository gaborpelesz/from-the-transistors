--- /design/flow/config.mk ---
export PLATFORM = sky130hd
export DESIGN_NAME = address_inc
export DESIGN_NICKNAME = address_inc
export VERILOG_FILES = /design/flow/design.v
export SDC_FILE = /design/flow/constraint.sdc
export NUM_CORES = 4
export LEC_CHECK = 1
export CORE_AREA = 10 10 75 75
export DIE_AREA = 0 0 85 85
--- /design/flow/constraint.sdc ---
current_design address_inc

set clk_period 6.9
set clk_io_pct 0.2

create_clock -name clk0 -period $clk_period

set non_clock_inputs [all_inputs -no_clocks]
set_input_delay [expr $clk_period * $clk_io_pct] -clock clk0 $non_clock_inputs
set_output_delay [expr $clk_period * $clk_io_pct] -clock clk0 [all_outputs]
--- /design/flow/design.v ---
`timescale 1ns / 1ps
module address_inc(
    input  wire [31:0] in_address,
    output wire [31:0] out_address
    );
    assign out_address = in_address + 4;
endmodule
--- /design/flow/run.sh ---
#!/bin/bash
# OpenROAD 26Q1-2900-gdf79404cd8, Yosys 0.63+post, stock flow scripts
make -C /OpenROAD-flow-scripts/flow DESIGN_CONFIG=/design/flow/config.mk WORK_HOME=/design/flow/orfs finish
==> out/qor.csv <==
stage,metric,value,unit
critical_path,Worst EP arrival,3.61,ns
final_timing,Relative slew margins,0.662,
placement,Final GP Congestion,0.777,
run,number of logged tool warnings,32,
final_timing,endpoints failing setup,0,
yosys,# Cells Yosys,83,
pwr,leakage dissipation,0.423,nW
final_timing,final worst slack,1.91,ns
floorplanning,Rows,23,
cells_and_area,seq_cells,0,
placement,DP HPWL,2.11,mm
floorplanning,die width,85,um
final_timing,final period utilization,0.724,
drt,antenna cell count,0,
yosys,yosys warns,0,
critical_path,nature of the critical path endpoint,output pin,
placement,placed instance count,191,
drt,via count,769,
yosys,biggest area consumer among synthesized cells,xnor2_1,
critical_path,startpoint types,primary input,
yosys,average cell area after synthesis,6.99,um^2
floorplanning,core area,4060,um^2
global_routing,GRT Util Overall,0.0624,
yosys,share of the synthesized area in the top cell type,0.317,
global_routing,global route overflow,0,
cells_and_area,clock buffers,0,
drt,router iterations before antenna repair,4,
cells_and_area,synthesis-to-layout area growth,112,%
yosys,Post-synth area hogs,"xnor2_1 32%, xor2_1 11%, nand4_1 9.7%",
hold_path,Hold Path Class,in -> out,
pwr,Final Power,55.4,uW
cts,Post-CTS Setup Bufs,0,
yosys,cells after synthesis,83,
cells_and_area,Reg area,0,um^2
final_timing,RSZ-0062 raised after global routing,no,
cts,Post-CTS Hold Fix Bufs,0,
floorplanning,num ports,64,
final_timing,f_max,200,MHz
global_routing,initial antenna violation count,0,
floorplanning,fp util,0.143,
drt,Total Routed Length,2.36,mm
pwr,Max IR drop VDD,0.0176,mV
critical_path,worst setup path endpoint,out_address[28],
pwr,Pwr per Cell Area,45.1,nW/um^2
yosys,synthesized area,581,um^2
cells_and_area,ratio of cells with drive above 1 in the final layout,0.0496,
placement,port bufs,60,
yosys,post-synth area from yosys stat,581,um^2
global_routing,first-pass GRT wire length,3.95,mm
critical_path,Critical Path Source,in_address[2],
cells_and_area,Final Core Density,0.303,
final_timing,slew at the pin closest to its max-slew limit,0.503,ns
drt,Detail Route Antenna Nets,0,
cts,PostCTS Resize Cnt,0,
cells_and_area,Non-Filler Instances,191,
drt,WL/cell,12.4,um
final_timing,"Hold Vio Cnt, Final",0,
global_routing,vias in the first global route,820,
final_timing,min Tclk post-route,4.99,ns
critical_path,crit path DRT,5.52,ns
yosys,Cell Type Count,18,
global_routing,largest net degree at the start of global routing,9,
critical_path,Crit Path Max Fanout,8,
run,MaxCap Viol Count,0,
final_timing,Final Max Slew Viols,0,
placement,Place WS,1.85,ns
drt,DRT iter0 DRCs,11,
floorplanning,Chip Area,7230,um^2
outcome,outcome,"complete, no violations",
drt,DRC viols,0,
floorplanning,DIE HEIGHT,85,um
yosys,"Seq/Total Area, Yosys",0,
drt,vias per cell,4.03,
final_timing,setup_tns,0,ns
critical_path,WS Path Type,in -> out,
[cells in the mapped netlist, drive strengths merged]
| library cell | count |
|---|---|
| nand2 | 10 |
| ha | 1 |
| inv | 2 |
| or2 | 2 |
| xor2 | 7 |
| and3 | 2 |
| buf | 2 |
| nand4 | 10 |
| and4 | 2 |
| nor4 | 2 |
| nand3 | 11 |
| nor2 | 7 |
| nor3 | 3 |
| xnor2 | 21 |
| and2 | 1 |
[worst max-delay path, stage by stage]
cell and delay, ns:
clkdlybuf4s50_1 0.52, ha_1 0.20, nand3_1 0.24, nor4_4 0.45, nand4_1 0.18, xnor2_1 0.16
clkdlybuf4s50_1 0.49
[cell usage in the layout, fill, tap and decap left out]
cell type        netlist  routed
inv_1                  2       2
nor3_1                 3       3
nand3_2                1       1
clkdlybuf4s50_1        0      60
and3_1                 2       2
xor2_1                 7       7
ha_1                   1       1
nor2_1                 7       7
xnor2_1               21      21
nand2_1               10      10
nand3_1               10      10
nand4_1                9       9
nand4_2                1       1
nor4_4                 2       2
and2_1                 1       1
and4_2                 1       1
or2_2                  2       2
and4_1                 1       1
[layout make-up]
class,instances,area [um^2]
Fill cell,445,2830
Timing Repair Buffer,60,601
Multi-Input combinational cell,79,558
Tap cell,50,62.6
Inverter,2,7.51
[kinds of logic (layout without fill, tap and decap cells)]
family,count (synthesis),count (layout),synth area share
simple gates,50,50,0.517
xor+xnor,28,28,0.422
buf+inv,4,62,0.0388
fa+ha+maj,1,1,0.0215
[per-layer routing]
layer,track usage,up-vias,share of wire
met4,0,0,0
met2,0.101,30,0.46
met1,0.0802,328,0.43
li1,-,411,-
met3,0.0260,0,0.11
met5,0,-,0
[worst min-delay path by stage]
stage / startpoint / to / depth (start not counted) / slack (ns)
CTS: in_address[0] / out_address[0] / 0 / 2.76
finish: in_address[0] / out_address[0] / 0 / 2.76
global route: in_address[1] / out_address[1] / 0 / 2.76
[power by group]
group	switching [mW]	total, mW	internal (mW)
registers	0	0	0
clock network	0	0	0
logic	0.0169	0.0554	0.0385
total	0.0169	0.0554	0.0385
[stage by stage]
step	cell area (um^2)	hold slack [ns]
final	1230	2.76
after global routing	1230	2.76
after CTS	1230	2.76
after detailed placement	1230	2.76
after global placement	1230	2.76
after floorplan	581	2.77
Power figures rest on the tool's default switching activity, not on a simulated workload.
